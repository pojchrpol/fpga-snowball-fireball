==> /design/flow/design.v <==
`timescale 1ns / 1ps
module bar_position(input clk, clr, bL, bR, output reg [6:0] bar_pos = 43);
    always @(posedge clk) begin
        bar_pos <= (clr) ? 43 :
                    (bL && bar_pos > 19) ? bar_pos - 2 :
                    (bR && bar_pos < 67) ? bar_pos + 2 :
                    bar_pos;
    end
endmodule
==> /design/flow/run.sh <==
#!/bin/bash
# OpenROAD 26Q1-2900-gdf79404cd8, Yosys 0.63+post, stock flow scripts
make -C /OpenROAD-flow-scripts/flow DESIGN_CONFIG=/design/flow/config.mk WORK_HOME=/design/flow/orfs finish
==> /design/flow/config.mk <==
export PLATFORM = sky130hd
export DESIGN_NAME = bar_position
export DESIGN_NICKNAME = bar_position
export VERILOG_FILES = /design/flow/design.v
export SDC_FILE = /design/flow/constraint.sdc
export NUM_CORES = 4
export LEC_CHECK = 1
export CORE_AREA = 10 10 70 70
export DIE_AREA = 0 0 80 80
==> /design/flow/constraint.sdc <==
current_design bar_position

set clk_period 3.9
set clk_io_pct 0.2

create_clock -name clk0 -period $clk_period [get_ports {clk}]

set non_clock_inputs [all_inputs -no_clocks]
set_input_delay [expr $clk_period * $clk_io_pct] -clock clk0 $non_clock_inputs
set_output_delay [expr $clk_period * $clk_io_pct] -clock clk0 [all_outputs]
==> deck_impl_summary.md <==
Flow Results at a Glance

Clocking
  – CTS tree: built
  – Cts-stage hold buffer count: 0
  – Total CTS buffers: 3
  – Post-CTS Setup Bufs: 0
  – Clock transition at path regs: about 0.050 ns
  – Post-CTS sizing: 0
  – Root buffer cell: clkbuf_4
  – CTS Buffer Depth: 2
  – Clock tree sinks: 6
  – Latency at later pin: approximately 0.24 ns
  – Max H-tree Level: 1

Worst setup path
  – Required time worst endpoint: approximately 4.1 ns
  – Cell mode on critical path: o21ai_0
  – Crit-path cells: clkdlybuf4s50_1 > o21a_1 > a31oi_4 > inv_2 > ha_1 > o21ai_0 > o21ai_0 > or4b_1 > nand3b_1
  – CP Launch Type: input pin
  – Crit path DAT: approximately 3.1 ns
  – Crit. End Element: flip-flop
  – Critical path's slowest cell: clkdlybuf4s50_1
  – CP peak stage delay: roughly 0.50 ns
  – Crit Path Class: input pin to flip-flop
  – Max FO, Critical Path: 10

STA
  – Worst-case clock skew: 0.00201 ns
  – Period utilization: between 70% and 80%
  – Setup Viol. Count Final: 0
  – RSZ-0062 raised after global routing: no
  – Final Hold Viols: 0
  – Worst setup margin: ~0.94 ns
  – Setup tns final: 0 ns
  – Fmax: ~0.34 GHz
  – Minimum clock period: roughly 3.0 ns
  – Slew Viols, Final: 0

Pwr
  – Total Power: approximately 540 uW
  – Worst VDD drop: 0.173 mV
  – Logic pwr share: between 60% and 70%
  – Clock power share: ~11%
  – Switching share of power: roughly 44%
  – Leakage: between 0.0002 and 0.0003 uW
  – Register share of total power: around 25%
  – NetSw: approximately 240 uW
  – Internal power: around 300 uW
  – Pwr/cell area: 768 nW/um^2

Route
  – Initial DRT Pass Iterations: 4
  – Detailed Route WL: about 1300 um
  – Number of diodes: 0
  – Total number of vias: 517
  – Via density: 4.34
  – DR iter-0 viols: 34
  – WL/cell: about 11 um
  – Antenna-violating nets left: 0
  – DRC: 0

Cells and area
  – Area Growth Syn to Fin: 30.4%
  – Fin util: 20.4%
  – # fillers: 388
  – Top reg by flops: bar_pos
  – Largest registers: bar_pos: 6 flops
  – Max FFs per register: 6
  – Share of cells above drive strength 1: between 10 and 15%

Floorplan
  – Rows: 21
  – Die area: ~6400 um^2
  – Die span in x: ~80 um
  – Die height: roughly 80 um
  – Core Util at FP: ~16%
  – CORE AREA: around 3400 um^2
  – I/O pin cnt: 11

Global routing
  – Grt total ovfl: 0
  – Initial antenna violation count: 0
  – Vias in the first global route: 463
  – Overall routing resource usage: 4.13%
  – First-pass GRT wire length: between 2000 and 2500 um
  – Pin count of the biggest net entering global routing: 11

Synth
  – Synth top area share: 22.5%
  – Synth warn: 1
  – Biggest area cells: dfxtp_1 22%, ha_1 9.4%, o21ai_0 5.6%
  – Area leader, netlist: dfxtp_1
  – Syn avg cell area: ~8.6 um^2
  – Synth Register Bits: 6
  – Yosys cell types: 35
  – Synthesized instance count: between 60 and 70
  – Yosys stat area: around 530 um^2
  – Synthesized area: roughly 530 um^2
  – Seq share, synth: between 20% and 30%
  – # Cells Yosys: between 60 and 70

Hold path
  – Hold crit path type: flip-flop to flip-flop

Run
  – Log Warnings: 25
  – Max-cap violations: 0

Placed design
  – Detail Placement HPWL: between 1000 and 1500 um
  – Setup slack at placement: ~0.73 ns
  – RD Place Congestion: 0.849
  – I/O Buffers: 9

Status
  – Status: finished clean
[layout make-up]
| cell class | count | area, um^2 | share of cell area (%) |
|---|---|---|---|
| Multi-Input combinational cell | 49 | 384 | 55.1 |
| Sequential cell | 6 | 120 | 17.2 |
| Timing Repair Buffer | 9 | 90.1 | 12.9 |
| Tap cell | 46 | 57.6 | 8.26 |
| Clock buffer | 3 | 22.5 | 3.23 |
| Inverter | 6 | 22.5 | 3.23 |
[cell usage in the layout, fill, tap and decap left out, types with 2 or more instances in the layout]
master           instances
nand3_1                  3
o2111ai_1                2
clkbuf_4                 3
o21a_1                   3
o311ai_1                 2
nor3_1                   2
inv_1                    5
dfxtp_1                  6
clkdlybuf4s50_1          9
nor2_1                   3
o21ai_0                  6
ha_1                     4
nor2b_1                  2
[synthesized netlist by cell type]
library cell  instances
dfxtp_1               6
o21ai_0               6
inv_1                 5
ha_1                  4
nand3_1               3
nor2_1                3
o21a_1                3
nor2b_1               2
nor3_1                2
o2111ai_1             2
o311ai_1              2
a211o_1               1
a211oi_1              1
a21boi_0              1
a21o_1                1
a21oi_1               1
a221oi_1              1
a31oi_4               1
buf_4                 1
conb_1                1
fa_1                  1
inv_2                 1
nand2_1               1
nand2b_1              1
nand3b_1              1
nor2_2                1
nor3b_1               1
o211ai_1              1
o21ai_4               1
o311a_1               1
or2_1                 1
or2_2                 1
or3_1                 1
or4b_1                1
or4b_4                1
[power groups by stage]
stage	combinational (uW)	sequential (uW)	clock [uW]
6_report	345	133	57.7
5_1_grt	390	139	63.3
4_1_cts	345	133	59.9
[stage by stage]
stage | instances | cell area (um^2) | hold slack, ns
final | 119 | 697 | 0.576
after global routing | 119 | 697 | 0.611
after CTS | 119 | 697 | 0.582
after detailed placement | 116 | 674 | 0.572
after global placement | 116 | 674 | 0.582
after floorplan | 62 | 534 | 0.505
[path summary, 6_finish.rpt]
check	from	end	slack, ns	cells past startpoint
worst max-delay path	bL	bar_pos[6]	0.94	9
worst min-delay path	bar_pos[3]	bar_pos[3]	0.58	2
worst max register to register	bar_pos[2]	bar_pos[6]	1.41	8
worst min register to register	bar_pos[3]	bar_pos[3]	0.58	2
[worst max-delay path, delay by kind of cell]
family | cells | cell delay, ns
compound gates | 4 | 0.80
buf+inv | 2 | 0.66
simple gates | 2 | 0.54
fa+ha+maj | 1 | 0.36
[per-layer routing]
layer  GRT usage [%]  wire length (um)  vias up  part of all wire, %
li1                -                 -      262                    -
met1            5.68               622      236                   47
met2            5.38               526       19                   40
met3            2.95               170        0                   13
met4               0                 0        0                    0
met5               0                 0        -                    0
[kinds of logic after synthesis]
kind of cell,Yosys count,synth area share [%]
DFF,6,22.5
buffers and inverters,7,5.62
adders and majority gates,5,13.1
and+or+nand+nor,20,23.0
other,1,0.702
AOI/OAI and AO/OA,23,35.1
Power is estimated from default activity; no workload was simulated.
