**/design/flow/config.mk**
```make
export PLATFORM = sky130hd
export DESIGN_NAME = Audio_Capture
export DESIGN_NICKNAME = Audio_Capture
export VERILOG_FILES = /design/flow/design.v
export SDC_FILE = /design/flow/constraint.sdc
export NUM_CORES = 4
export LEC_CHECK = 1
export CORE_AREA = 10 10 102 102
export DIE_AREA = 0 0 112 112
```
**/design/flow/constraint.sdc**
```tcl
current_design Audio_Capture

set clk_period 2.9
set clk_io_pct 0.2

create_clock -name clk0 -period $clk_period [get_ports {CLK}]
create_clock -name clk1 -period $clk_period [get_ports {cs}]

set non_clock_inputs [all_inputs -no_clocks]
set_input_delay [expr $clk_period * $clk_io_pct] -clock clk0 $non_clock_inputs
set_output_delay [expr $clk_period * $clk_io_pct] -clock clk0 [all_outputs]
```
**/design/flow/design.v**
```verilog
`timescale 1ns / 1ps
module Audio_Capture(
    input CLK,                   
    input cs,                    
    input MISO,                  
    output clk_samp,             
    output reg sclk,             
    output reg [11:0]sample      
    );
    reg [11:0]count2 = 0;
    reg [11:0]temp = 0;
    initial begin
        sclk = 0;
    end
    assign clk_samp = cs;
    always @ (posedge CLK) begin
        count2 <= (cs == 0) ? count2 + 1 : 0;
        sclk <= (count2 == 50 || count2 == 100 || count2 == 150 || count2 == 200 || count2 == 250 || count2 == 300 || count2 == 350 || count2 == 400 || count2 == 450 || count2 == 500 || count2 == 550 || count2 == 600 || count2 == 650 || count2 == 700 || count2 == 750 || count2 == 800 || count2 == 850 || count2 == 900 || count2 == 950 || count2 == 1000 ||count2 == 1050 || count2 == 1100 || count2 == 1150 || count2 == 1200 || count2 == 1250 || count2 == 1300 || count2 == 1350 || count2 == 1400 || count2 == 1450 || count2 == 1500 || count2 == 1550 || count2 == 1600) ?  ~sclk  : sclk ;
    end
    always @ (negedge sclk) begin
        temp <= temp<<1 | MISO;
    end
    always @ (posedge cs) begin
        sample <= temp[11:0];
    end
endmodule
```
**/design/flow/run.sh**
```bash
#!/bin/bash
# OpenROAD 26Q1-2900-gdf79404cd8, Yosys 0.63+post, stock flow scripts
make -C /OpenROAD-flow-scripts/flow DESIGN_CONFIG=/design/flow/config.mk WORK_HOME=/design/flow/orfs finish
```
==> results.txt <==
run results: maximum number of pins on one net before global-route repair 28, layout overhead on the synthesized area 20.3%, utilization after layout 0.262, top cells by area dfxtp_1, buf_6, nand3b_1, Initial DRT Pass Iterations 5, power density normalized to cell area 572 nW/um^2, post-synth design cell area 1790 sq um, number of design rule violations left after detail routing 0, TritonCTS clock tree done, global-route congestion overflow total 0, clock input transition at the sequential cells of the worst setup and hold paths 0.06 ns, final setup slack of the worst path 0.0761 ns, worst-path cell with the longest stage delay clkdlybuf4s50_1, Setup-failing EPs final 0, register pins left without a clock 12, slew of the pin with the lowest slew margin 0.816 ns, library cell appearing most often on the critical path clkbuf_8, number of library cell types mapped by synthesis 50, critical path start-end classification clk -> out, headroom to the max-slew limit 0.455, number of vias per cell 4.73, final setup TNS 0 ns, First DRT Iteration DRCs 118, hpwl dp 2440 um, most common flop cell mapped by yosys dfxtp_1, vias in the first global route 1429, chip area 12500 sq um, area of the core region 8220 sq um, commonest non-fill, non-tap cell in the layout dfxtp_1, register share after synthesis 0.420, leading area contributor after synthesis dfxtp_1, synthesized area divided by synthesized cell count 9.94 sq um, share of post-route cells with drive strength above 1 0.144, postcts setup bufs 0, IO buf count 15, Cell Chain, Critical Path clkbuf_8 > clkbuf_8 > clkbuf_16 > clkdlybuf4s50_1, Top cell area share 0.403, required time of the critical path 2.32 ns, commonest cells after routing, fill and taps aside dfxtp_1, nor2_1, clkdlybuf4s50_1, clkbuf_8, nand3b_1, count of antenna diodes in the layout 0, critical path fanouts, max 5, yosys stat cell total 180, Pleak 0.744 nW, die outline width 112 um, number of unconstrained endpoints 24, count of cells resized by post-cts repair 0, Max Clock Skew 0.00262 ns, combined flip-flop and latch cell area 751 sq um, DR vias 1415, yosys-reported design area after synthesis 1790 sq um, Peak supply drop 0.412 mV, mean routed wirelength per cell 12.7 um, number of warnings the tools reported 41, Final Slew Violations 0, # IOs 17, Site Rows 33, path class of the lowest-slack min-delay path clk -> reg, max_cap viols 0, Min Hold Slack 0.0776 ns, Layout fillers 856, run status complete, no violations, hold_buf cts 0, Pre-Place Util 0.218, final routed wirelength across all metal layers 3800 um, Final Hold Vio Count 0, crit-path max cell delay 0.40 ns, flip-flops with a built-in enable 1, kind of capture point of the worst setup path output pin, worst setup timing slack at the placement stage 0.503 ns, remaining number of nets flagged by the antenna check after routing 0, antenna violations before repair 0, Post-synth regs 37, type of origin of the critical path clock port, number of synthesis warnings 1, asr flop ratio synth 0, global placer's final weighted congestion 0.879, instance tally after logic synthesis 180, wire length of the first global-routing pass 6530 um, GRT Overall Usage 0.0598, unrepaired setup endpoints after global routing no, Total Power Consumption 1.23 mW, vertical extent of the die 112 um, area taken by multi-input logic gates 855 sq um, CP Data Arrival Time 2.24 ns
-- per-layer routing --
layer	up-vias	part of all wire	track usage
met1	676	0.45	0.0750
met2	44	0.47	0.0866
met4	0	0.0050	0.0178
met3	4	0.074	0.0326
li1	691	-	-
met5	-	0	0
-- logic make-up after synthesis --
logic type	count (synthesis)	share of synthesized area
compound gates	26	0.116
fa+ha+maj	3	0.0210
flops	37	0.420
buf+inv	25	0.103
xor+xnor	7	0.0343
mux	1	0.00629
simple gates	81	0.300
-- metrics by stage --
step	instance area, sq um	instances
floorplan	1790	180
CTS	2150	299
detailed placement	1910	282
finish	2150	299
global placement	1910	282
global route	2150	299
-- critical path, delay by kind of cell --
kind / cells / cell delay, ns
buf+inv: 4 / 0.80
-- cells in the mapped netlist (all sizes together), types with 3 or more instances --
master and number:
nand3b 8, a21oi 4, inv 7, nand2 6
nand4 5, or4b 4, nor3 5, o21ai 6
or3 7, buf 15, nor2 15, xor2 3
nand4bb 3, a2111oi 7, clkbuf 3, or2b 3
nand3 5, dfxtp 36, nor4 3, nand4b 6
ha 3, xnor2 4
-- final timing paths --
kind                                start         to  slack, ns  cells after the start
worst max-delay path                   cs   clk_samp       0.08                      4
worst min-delay path                   cs  count2[8]       0.08                      3
worst max register to register  count2[0]       sclk       0.55                      7
worst min register to register  count2[0]  count2[0]       0.50                      1
-- final cells by class --
cell class	count	area share
repair buffers	14	0.0651
inverters	7	0.0122
clock inverters	1	0.00233
well taps	105	0.0610
clock buffers	17	0.113
multi-input cells	118	0.397
flip-flops and latches	37	0.349
-- sequential cells by signal, summed over array words and instances, names as in the netlist --
| name | count |
|---|---|
| count2 | 12 |
| sample | 12 |
| sclk | 1 |
| temp | 12 |
-- power breakdown --
part	switching [mW]	internal, mW	total (mW)
clock	0.281	0.584	0.865
sequential	0	0.365	0.365
combinational	0.000129	0.00115	0.00128
Power figures rest on the tool's default switching activity, not on a simulated workload.
